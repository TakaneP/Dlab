$ cat flow/run.sh
#!/bin/bash
# OpenROAD 26Q1-2900-gdf79404cd8, Yosys 0.63+post, stock flow scripts
make -C /OpenROAD-flow-scripts/flow DESIGN_CONFIG=/design/flow/config.mk WORK_HOME=/design/flow/orfs finish
$ cat flow/config.mk
export PLATFORM = sky130hd
export DESIGN_NAME = lab3
export DESIGN_NICKNAME = lab3
export VERILOG_FILES = /design/flow/design.v
export SDC_FILE = /design/flow/constraint.sdc
export NUM_CORES = 4
export LEC_CHECK = 1
export CORE_UTILIZATION = 50
$ cat flow/constraint.sdc
current_design lab3

set clk_period 14.9
set clk_io_pct 0.2

create_clock -name clk0 -period $clk_period [get_ports {clk}]

set non_clock_inputs [all_inputs -no_clocks]
set_input_delay [expr $clk_period * $clk_io_pct] -clock clk0 $non_clock_inputs
set_output_delay [expr $clk_period * $clk_io_pct] -clock clk0 [all_outputs]
$ cat flow/design.v
`timescale 1ns / 1ps
module lab3(
  input  clk,             
  input  reset_n,         
  input  [3:0] usr_btn,   
  output [3:0] usr_led    
);
  reg [3:0] but_pre;
  reg [3:0] bright;
  reg but0_pre;
  reg but1_pre;
  reg but2_pre;
  reg but3_pre;
  reg [23:0] count;
  reg [23:0] count2;
  reg [5:0] pwn_count;
  reg [2:0] ctrl = 3'd4;
always @ (posedge clk)
begin
    if(!reset_n)
    begin
        count = 24'b0;
        but_pre = 4'b0;
        but1_pre = 0;
        but0_pre = 0;
    end
    else
    begin
        if(but0_pre && but_pre != 4'b1000)
        begin
            but_pre = but_pre - 1;
            but0_pre = 0;
            count = 24'b0;
        end
        else if(but1_pre && but_pre != 4'b0111)
        begin
            but_pre = but_pre + 1;
            but1_pre = 0;
            count = 24'b0;
        end
        else
            but_pre = but_pre;  
    end
    if(usr_btn[0])
    begin
        count = count + 1;
        if(~count == 24'b0)
            but0_pre = 1;
        else
            but0_pre = but0_pre;
    end
    else
    begin
        but0_pre = 0;
    end
    if(usr_btn[1])
    begin
        count = count + 1;
        if(~count == 24'b0)
            but1_pre = 1;
        else
            but1_pre = but1_pre;
    end
    else
    begin
        but1_pre = 0;
    end
end
always @ (posedge clk)
begin
    if(!reset_n)
        pwn_count = 6'b0;
    else if(pwn_count == 6'd20)
        pwn_count = 6'b0;
    else
        pwn_count = pwn_count + 1;
end
always @ (posedge clk)
begin
    if(!reset_n)
    begin
        ctrl = 3'd4;
        count2 = 24'b0;
    end
    else
    begin
       if(but2_pre && ctrl != 3'b0)
        begin
            ctrl = ctrl - 1;
            but2_pre = 0;
            count2 = 24'b0;
        end
        else if(but3_pre && ctrl != 3'd4)
        begin
            ctrl = ctrl + 1;
            but3_pre = 0;
            count2 = 24'b0;
        end
        else
            bright = bright;
    end
    if(usr_btn[2])
    begin
        count2 = count2 + 1;
        if(~count2 == 24'b0)
            but2_pre = 1;
        else
            but2_pre = but2_pre;
    end
    else
    begin
        but2_pre = 0;
    end
    if(usr_btn[3])
    begin
        count2 = count2 + 1;
        if(~count2 == 24'b0)
            but3_pre = 1;
        else
            but3_pre = but3_pre;
    end
    else
    begin
        but3_pre = 0;
    end
    if(ctrl == 3'd4)
        bright = but_pre;
    else if(ctrl == 3'd3)
    begin
        bright = (pwn_count >= 20'd5) ? but_pre : 4'b0;
    end
    else if(ctrl == 3'd2)
        bright = (pwn_count >= 20'd10) ? but_pre : 4'b0;
    else if(ctrl == 3'd1)
        bright = (pwn_count >= 20'd15) ? but_pre : 4'b0;
    else
        bright = (pwn_count >= 20'd20) ? but_pre : 4'b0; 
end
assign usr_led = bright;
endmodule
==> results_slide.txt <==
Run Summary

Run status
  • Status: completed

Logic synthesis
  • Top cells by area: dfxtp_1 24%, xnor2_1 9.3%, xor2_1 5.7%
  • Cell Area, Synth: roughly 0.0057 mm2
  • Yosys chip area: 0.00568 mm2
  • Mean Syn Cell Area: between 7 and 8 um2
  • Ys Warns: 1
  • Ys flops: just under 70
  • Ys async rst share: 0
  • Simple share: 0.349
  • Area leader share: 0.243
  • Synth mux share: 0.0112
  • Aoi share: 0.160
  • Seq/Total Area, Yosys: 0.243
  • Distinct lib cells used: a little under 80
  • Area leader, netlist: dfxtp_1
  • Top-count cell post-synth: nand2_1
  • Post-Synth XOR/XNOR Area: 0.152
  • Commonest cells in the netlist: 77 x nand2_1, 76 x nor2_1, 69 x dfxtp_1, 60 x xnor2_1, 46 x nand3_1
  • Adder Share, Synth: 0.0366
  • Cells after synthesis: around 750
  • Flip-flops with a built-in enable: 0
  • Synth logic family: simple AND/OR/NAND/NOR gates
  • Main flop type: dfxtp_1
  • Ys cells: ~750

Route
  • Wirelength per Cell: about 17 um
  • Met3 wire len: between 500 and 600 um
  • DRT Pass-1 Iters: 5
  • Routed Antenna Nets: 0
  • Top sig layer: met4
  • Routed WL: 15000 um
  • Vias/cell: 6.12
  • Antenna cell count: 0
  • Post-Route M1 WL: around 6700 um
  • Met2 wire length: 7100 um
  • Via count: 5382
  • DRT iter0 DRCs: roughly 310
  • DRC Markers: 0

Final layout
  • Area growth syn-to-layout: 8.51%
  • Fraction of layout cells with a size suffix above 1: 0.0758
  • Register Area: 0.00138 mm2
  • Filler instances: between 1k and 1.5k
  • Non-Filler Instances: 879
  • Gate Area: around 0.0040 mm2
  • Final instance area: about 0.0062 mm2

STA
  • Tmin final: roughly 7100 ps
  • Fin. Hold Viols: 0
  • Final setup vio count: 0
  • Max-slew violations: 0
  • Tightest Pin Transition: 785 ps
  • Fmax achieved: 141 MHz
  • Hold slack: 473 ps
  • Post-layout period usage: 0.475
  • Clock Skews: roughly 4.8 ps
  • Unrepaired setup endpoints after global routing: no
  • Slew headroom: 0.472
  • Setup TNS Final: 0 ps

Worst setup path
  • Crit path capture type: register
  • Top Family by Delay on Critical Path: simple AND/OR/NAND/NOR gates
  • Critical path peak fanout: 20
  • Worst EP arrival: roughly 7300 ps
  • CP max stage delay: slightly below 600 ps
  • CP max stage cell: nor4_2
  • Nature of the critical path startpoint: input pin
  • Critical path type: input pin to register
  • Worst-path cell chain: clkdlybuf4s50_1 > buf_4 > clkinv_1 > a21oi_1 > nand2_1 > inv_1 > ha_1 > nand3_1 > nor4_1 > xor2_1 > nand4_1 > nor4_2 > and4bb_1 > o21bai_1 > a211oi_1 > a21o_1
  • Required @ worst endpoint: 15140 ps
  • WP buf/inv: 4

Clock network
  • Clk buf depth: 2
  • # clock sinks: 69
  • CTS Hold Bufs: 0
  • CTS H-tree depth: 3
  • CTS tree: built
  • Root buffer cell: clkbuf_16
  • Setup Fix Bufs, Post-CTS: 0
  • Clock Pin Slew Worst Setup and Hold Paths: about 60 ps
  • Post-CTS Resized: 0
  • CTS buffer count: 9
  • Worst skew pair latency: 350 ps

Global routing
  • First-pass GRT wire length: between 20000 and 25000 um
  • Total grt overflow: 0
  • Antenna violations before repair: 0
  • Largest net degree at the start of global routing: 29
  • GRT Total Usage: 0.271
  • Vias in the first global route: 4909

Placed design
  • IO buf count: 9
  • Final GP Congestion: approximately 0.96
  • Placed cells: around 860
  • HPWL Detailed: ~11000 um
  • Placed Area: ~0.0058 mm2

Floorplanning
  • Chip width: around 110 um
  • Total die size: around 0.012 mm2
  • IO Count: 10
  • Num rows: 38
  • Core Box Area: 0.0109 mm2
  • Die Height: roughly 110 um
  • Init Core Util: 0.519

Job
  • Tool warnings: 33
  • Maxcap violations: 0

Worst hold path
  • Hold Crit Class: register to register

Power and ir drop
  • Max IR drop VDD: 0.0000569 V
  • Leak Pwr: roughly 2 nW
  • PwrDens: approximately 83 mW/mm2
## power by group
| group | internal [mW] | leakage [nW] | switching, mW |
|---|---|---|---|
| clock network | 0.168 | 0.165 | 0.0845 |
| registers | 0.191 | 0.558 | 0.0139 |
| logic | 0.0211 | 1.28 | 0.0357 |
| total | 0.380 | 2.01 | 0.134 |
## flip-flops by register name (all words and copies together) (netlist names), 3 cells and up
register	flops
bright	4
but_pre	4
count	24
count2	24
ctrl	3
pwn_count	6
## area by class of cell
cell class	count	area share
Timing Repair Buffer	14	0.0207
Multi-Input combinational cell	615	0.655
Clock buffer	10	0.0388
Inverter	25	0.0152
Tap cell	140	0.0284
Clock inverter	6	0.0179
Sequential cell	69	0.224
## metrics by stage
stage	power, mW	worst slack (ps)	util
5_1_grt	0.532	7530	0.563
3_3_place_gp	0.265	7610	0.531
6_report	0.514	7820	0.563
4_1_cts	0.518	7850	0.563
3_5_place_dp	0.265	7530	0.531
2_1_floorplan	0.253	8360	-
## metal layers
layer / vias to the layer above / track usage
met4: 0 / 0.0985
met1: 2520 / 0.368
met3: 45 / 0.0264
met2: 144 / 0.455
li1: 2673 / -
met5: - / 0
## worst paths after layout
kind / start / cells after the start / slack (ps) / end
setup / recovery: reset_n / 16 / 7820 / but1_pre
setup reg to reg: but_pre[0] / 14 / 10390 / but1_pre
hold reg to reg: pwn_count[0] / 1 / 470 / pwn_count[0]
hold / removal: pwn_count[0] / 1 / 470 / pwn_count[0]
## placed cells by master (no fill, tap or decap), types with 6 or more instances in the layout
cell type	count
o31ai_1	6
nand2_1	77
xnor2_1	60
nand3_1	46
nand2b_1	6
clkdlybuf4s50_1	9
nand4_1	26
a21oi_1	31
and4_1	6
nor3_1	30
and2_1	10
dfxtp_1	69
a21o_1	6
or3_1	7
nor2_1	76
o21ai_0	18
nor4_1	19
ha_1	15
and3_1	12
inv_1	23
o21a_1	9
clkbuf_16	9
xor2_1	37
## worst reg2reg max path, delay by kind of cell, from the launching register on
family | cells | cell delay [ps]
and+or+nand+nor | 7 | 2630
xor gates and xnor gates | 1 | 310
DFF | 1 | 370
buffers and inverters | 1 | 140
adders and majority gates | 1 | 320
AOI/OAI and AO/OA | 4 | 640
## logic make-up (layout without fill, tap and decap cells)
family	Yosys count	count (layout)
and+or+nand+nor	366	366
buffers and inverters	61	55
muxes	6	6
adders and majority gates	16	16
xor gates and xnor gates	98	98
DFF	69	69
AOI/OAI and AO/OA	129	129
Power and IR drop assume default switching activity.
