===== /design/flow/design.v =====
`timescale 1ns / 1ps
module mmult(
  input  clk,                  
  input  reset_n,              
  input  enable,               
  input  [0:9*8-1] A_mat,      
  input  [0:9*8-1] B_mat,      
  output valid,                
  output reg [0:9*17-1] C_mat  
);
    reg [7:0] A [0:2][0:2];
    reg [7:0] B [0:2][0:2];
    reg [15:0] C [0:2][0:2];
    reg [3:0] count;
    integer i,j,k;
    reg rdy = 0;
    always @ (posedge clk)
    begin
        if(!reset_n)
            count = 3'b100;
        else if(enable && (count == 0))
            count = 0;
        else if(enable)
            count = count - 1;
        else
            ;
    end
    always @ (posedge clk)
    begin
        if(!reset_n)
        begin
            {A[0][0],A[0][1],A[0][2],A[1][0],A[1][1],A[1][2],A[2][0],A[2][1],A[2][2]} = A_mat;
            {B[0][0],B[0][1],B[0][2],B[1][0],B[1][1],B[1][2],B[2][0],B[2][1],B[2][2]} = B_mat;
            {C[0][0],C[0][1],C[0][2],C[1][0],C[1][1],C[1][2],C[2][0],C[2][1],C[2][2]} = 144'b0;
        end
    end
   always @ (posedge clk)
   begin
        if(enable)
        begin
           if(count == 3)
           begin
               for(i = 0;i < 3;i = i + 1)
               begin
                    for(j = 0;j < 3;j = j + 1)
                    begin    
                            C[i][j] = C[i][j] + (A[i][0] * B[0][j]);
                    end
               end
          end
          else if(count == 2)
          begin
                 for(i = 0;i < 3;i = i + 1)
                 begin
                      for(j = 0;j < 3;j = j + 1)
                      begin    
                              C[i][j] = C[i][j] + (A[i][1] * B[1][j]);
                      end
                 end
           end
           else if(count == 1)
           begin
                for(i = 0;i < 3;i = i + 1)
                begin
                     for(j = 0;j < 3;j = j + 1)
                     begin    
                             C[i][j] = C[i][j] + (A[i][2] * B[2][j]);
                     end
                end
                rdy = 1;
            end
            else
                ;
           C_mat = {1'b0,C[0][0],1'b0,C[0][1],1'b0,C[0][2],1'b0,C[1][0],1'b0,C[1][1],1'b0,C[1][2],1'b0,C[2][0],1'b0,C[2][1],1'b0,C[2][2]};
       end         
    end
    assign valid = rdy;
endmodule

===== /design/flow/run.sh =====
#!/bin/bash
# OpenROAD 26Q1-2900-gdf79404cd8, Yosys 0.63+post, stock flow scripts
make -C /OpenROAD-flow-scripts/flow DESIGN_CONFIG=/design/flow/config.mk WORK_HOME=/design/flow/orfs finish

===== /design/flow/config.mk =====
export PLATFORM = sky130hd
export DESIGN_NAME = mmult
export DESIGN_NICKNAME = mmult
export VERILOG_FILES = /design/flow/design.v
export SDC_FILE = /design/flow/constraint.sdc
export NUM_CORES = 4
export LEC_CHECK = 1
export CORE_UTILIZATION = 30

===== /design/flow/constraint.sdc =====
current_design mmult

set clk_period 6.3
set clk_io_pct 0.2

create_clock -name clk0 -period $clk_period [get_ports {clk}]

set non_clock_inputs [all_inputs -no_clocks]
set_input_delay [expr $clk_period * $clk_io_pct] -clock clk0 $non_clock_inputs
set_output_delay [expr $clk_period * $clk_io_pct] -clock clk0 [all_outputs]

==> impl_metrics.toml <==
# flow metrics
[critical_path]
worst_ep_required_time_ns = 6.69
critPathLaunchType = "register"
rr_startpoint = "A[4][3]$_DFFE_PN_"
critical_path_capture_point_type = "register"
worst-endpoint-arrival_ns = 6.32
critPathMaxFanout = 20
rrSetupSlack_ns = 0.37
worst_setup_path_startpoint = "A[4][3]$_DFFE_PN_"
worstSetupPathType = "register to register"

[route]
post_drt_wl_per_cell_um = 22.2
drc_errors = 0
drtAntennaViolNets = 0
dr_total_vias = 50400
first_iter_violations = 2477
vias_per_cell = 4.78
drt_pass1_iterations = 5
routed_wirelength_mm = 234

[global_routing]
global_route.peak_usage_layer = "met2"
use_met3 = 0.0877
groute.layer.met2.usage = 0.327
grt_use_met1 = 0.273
grt.overflow.total = 0
grt_pass1_wl_mm = 345
grt_use_total = 0.220
number_of_global_route_vias_before_repair = 52000
grt_max_degree = 62
antenna_violations_before_repair = 37

[logic_synthesis]
yosys-top-cells-count = "sky130_fd_sc_hd__and2_1 (1384), sky130_fd_sc_hd__inv_1 (1352), sky130_fd_sc_hd__ha_1 (976), sky130_fd_sc_hd__fa_1 (972), sky130_fd_sc_hd__nand2_1 (416)"
synthFlopType = "sky130_fd_sc_hd__edfxtp_1"
netlist_instances = 7299
synth_top_cell_by_count = "sky130_fd_sc_hd__and2_1"
synth_cell_type_count = 79
synth-warning-count = 292
ys_top_cells_by_area = "sky130_fd_sc_hd__fa_1 (29%), sky130_fd_sc_hd__ha_1 (18%), sky130_fd_sc_hd__edfxtp_1 (13%)"
synth-edff-count = 289
synth_sequential_area_ratio = 0.130
synth_flops = 293
syn_avg_cell_area_um2 = 9.22
ys_async_sr_fraction = 0
syn-cell-area_mm2 = 0.0673
synthDominantCellAreaShare = 0.289
yosys-stat-area_mm2 = 0.0673
total_cells_reported_by_yosys_after_synthesis = 7299
synth_top_cell_by_area = "sky130_fd_sc_hd__fa_1"

[final_timing]
finalHoldViolations = 0
unrepaired_setup_endpoints_after_global_routing = "no"
finalMaxSlewViolations = 0
finalSetupViolCount = 0
finClkSkew_ns = 0.0851
timing.final.crit_period_ns = 5.93
fin_setup_tns_ns = 0
timing.final.crit_share = 0.941
max_slew.worst_pin.slew_ns = 1.10
timing.slew.headroom = 0.264
achievable_clock_frequency_mhz = 169

[placed_design]
gp_congestion = 1.03
dpl-instance-area_mm2 = 0.0743
hpwlAfterDp_mm = 194
port_buffers = 291

[power_and_ir_drop]
standby_leakage_power_nw = 37.2
pwrdens_mw_per_mm2 = 380
vdd_drop_max_mv = 0.282

[final_layout]
flow.area_growth_from_synthesis_pct = 12.7
final_design_area_no_fill_mm2 = 0.0758
drive_above_1_share = 0.0421
utilization = 0.341

[clock_tree]
numClockSinks = 293
path_clk_slew_ns = 0.07
clk-insertion-delay-late_ns = 0.70
clock_tree.buffer_depth = 3
cts_buffers = 42
postCtsResizedCells = 0
cts_root_buf = "sky130_fd_sc_hd__clkbuf_16"
cts_tree = "done"
ctsHoldBuffers = 0
ctsHtreeMaxLevel = 2
postCtsSetupBuffers = 0

[floorplanning]
io_pins = 301
fp-row-count = 173
die_height_um = 476
fp.dieArea_mm2 = 0.226
placeableCoreArea_mm2 = 0.223
die-width_um = 476
fp_util = 0.302

[min_path]
origin_of_the_worst_min_delay_path = "count[2]$_SDFFE_PN1P_"
worstHoldPathType = "register to register"

[run]
warnings = 28
max_cap_violations = 0

[outcome]
status = "complete, no violations"
registers in the layout, indices dropped and copies added (netlist names):
signal	cells
rdy	1
count	4
B	72
A	72
C_mat	144
routing by layer:
metal	vias to the layer above	wire length, um
li1	23500	-
met1	24800	89000
met2	1601	103000
met3	420	23500
met4	42	18200
met5	-	424
placed cells by master (no fill, tap or decap), types with 185 or more instances in the layout:
master and count:
sky130_fd_sc_hd__inv_1 1351, sky130_fd_sc_hd__nor2_1 185, sky130_fd_sc_hd__buf_4 230, sky130_fd_sc_hd__clkdlybuf4s50_1 290, sky130_fd_sc_hd__fa_1 972, sky130_fd_sc_hd__a21oi_1 224, sky130_fd_sc_hd__nand2_1 414, sky130_fd_sc_hd__ha_1 976
sky130_fd_sc_hd__edfxtp_1 289, sky130_fd_sc_hd__and2_1 1381
power breakdown:
group | internal [mW] | total, mW | switching [mW]
clock | 1.48 | 2.63 | 1.15
combinational | 8.94 | 23.3 | 14.4
sequential | 2.39 | 2.83 | 0.445
total | 12.8 | 28.8 | 16.0
logic make-up (layout without fill, tap and decap cells):
kind of cell             count (synthesis)  count (layout)  share of synthesized area
AND-OR/OR-AND                          847             847                     0.0830
XOR/XNOR                               282             282                     0.0367
adder cells (fa/ha/maj)               1948            1948                      0.471
buffers and inverters                 1705            1949                     0.0958
multiplexers                             6               6                   0.000893
AND/OR/NAND/NOR                       2216            2216                      0.183
other                                    2              21                   0.000112
flip-flops                             293             293                      0.130
critical path, stage by stage, from the launching register on:
cell and delay, ns:
sky130_fd_sc_hd__edfxtp_1 0.70, sky130_fd_sc_hd__and2_1 0.32, sky130_fd_sc_hd__fa_1 0.47, sky130_fd_sc_hd__inv_1 0.05
sky130_fd_sc_hd__fa_1 0.54, sky130_fd_sc_hd__inv_1 0.05, sky130_fd_sc_hd__fa_1 0.47, sky130_fd_sc_hd__inv_1 0.05
sky130_fd_sc_hd__fa_1 0.48, sky130_fd_sc_hd__inv_1 0.04, sky130_fd_sc_hd__ha_1 0.30, sky130_fd_sc_hd__o21a_1 0.11
sky130_fd_sc_hd__o31a_1 0.12, sky130_fd_sc_hd__or4_4 0.44, sky130_fd_sc_hd__a31oi_4 0.23, sky130_fd_sc_hd__o31ai_1 0.12
sky130_fd_sc_hd__xnor2_1 0.26, sky130_fd_sc_hd__a221oi_1 0.80, sky130_fd_sc_hd__a21oi_1 0.07
per-stage QoR:
stage               power, mW  hold slack, ns  instances  worst slack [ns]
floorplan                17.4           0.482       7307              1.40
global placement         25.9           0.500      10500             0.422
detailed placement       25.8           0.511      10500             0.468
CTS                      28.8           0.517      10500             0.428
global route             31.4           0.556      10500             0.220
finish                   28.8           0.523      10500             0.372
area by class of cell:
| class | instances | area, um2 |
|---|---|---|
| diodes | 11 | 27.5 |
| clock buffers | 47 | 1090 |
| clock inverters | 29 | 354 |
| well taps | 2975 | 3720 |
| multi-input cells | 5309 | 52100 |
| repair buffers | 521 | 4640 |
| inverters | 1352 | 5080 |
| fillers | 22400 | 147000 |
| flip-flops and latches | 293 | 8760 |
path summary, 6_finish.rpt:
check | endpoint | depth (start not counted)
min reg2reg | count[2]$_SDFFE_PN1P_ | 2
max | C_mat[52]$_DFFE_PP_ | 18
max reg2reg | C_mat[52]$_DFFE_PP_ | 18
min | count[2]$_SDFFE_PN1P_ | 2
No activity file was given, so power comes from the tool's default toggle rates.
